--- /design/flow/run.sh ---
#!/bin/bash
# OpenROAD 26Q1-2900-gdf79404cd8, Yosys 0.63+post, stock flow scripts
make -C /OpenROAD-flow-scripts/flow DESIGN_CONFIG=/design/flow/config.mk WORK_HOME=/design/flow/orfs finish
--- /design/flow/constraint.sdc ---
current_design rssb

set clk_period 8.4
set clk_io_pct 0.2

create_clock -name clk0 -period $clk_period [get_ports {clk}]

set non_clock_inputs [all_inputs -no_clocks]
set_input_delay [expr $clk_period * $clk_io_pct] -clock clk0 $non_clock_inputs
set_output_delay [expr $clk_period * $clk_io_pct] -clock clk0 [all_outputs]
--- /design/flow/design.v ---
timeunit 1ns;
timeprecision 1ps;
module control(
    input logic clk,
    input logic rst,
    input logic neg,
    output logic sel_pc,
    output logic sel_mem,
    output logic write_op1,
    output logic write_acc,
    output logic write_mem,
    output logic write_pc
);
    typedef enum logic {
        E0, E1
    } stateType;
    stateType state, next_state;
    always_ff @(posedge clk or posedge rst) begin
        if(rst)
            state <= E0;
        else
            state <= next_state;
    end
    always_comb begin
        sel_pc    = 0;
        sel_mem   = 0;
        write_op1 = 0;
        write_acc = 0;
        write_mem = 0;
        write_pc  = 0;
        next_state = state;
        case(state)
            E0: begin
                sel_pc    = neg;
                sel_mem   = 1;
                write_op1 = 1;
                write_acc = 0;
                write_mem = 0;
                write_pc  = 0;
                next_state = E1;
            end
            E1: begin
                sel_pc    = neg;
                sel_mem   = 0;
                write_op1 = 0;
                write_acc = 1;
                write_mem = 1;
                write_pc  = 1;
                next_state = E0;
            end
            default: next_state = E0;
        endcase
    end
endmodule
timeunit 1ns;
timeprecision 1ps;
module inc #(
    parameter int WIDTH = 8
) (
    input logic signed [WIDTH-1:0] in,
    output logic signed [WIDTH-1:0]out
);
    assign out = in + 1;
endmodule
timeunit 1ns;
timeprecision 1ps;
module mem_data #(
    parameter WIDTH = 8
) (
    input logic clk,
    input logic rst,
    input logic write,
    input logic [WIDTH-1:0] in,
    input logic [WIDTH-1:0] address,
    output logic signed [WIDTH-1:0] out
);
    logic [WIDTH-1:0] out_rom, out_ram;
    mux #(.WIDTH(WIDTH)) mux2_1(
        .in1(out_ram),
        .in2(out_rom),
        .sel(address[WIDTH-1]),
        .out(out)
    );
    mem_rom #(.WIDTH(WIDTH)) rom(
        .address(address),
        .out_rom(out_rom)
    );
    mem_ram #(.WIDTH(WIDTH)) ram(
        .clk(clk),
        .rst(rst),
        .write(write),
        .address(address),
        .in(in),
        .out(out_ram)
    );
endmodule
timeunit 1ns;
timeprecision 1ps;
module mem_ram #(
    parameter WIDTH = 8
) (
    input logic clk,
    input logic rst,
    input logic write,
    input logic [WIDTH-1:0] address,
    input logic [WIDTH-1:0] in,
    output logic signed [WIDTH-1:0] out
);
    wire [WIDTH-1:0] q00, q01, q10, q11, t0, t1;
	wire e00, e01, e10, e11;
	wire [1:0] naddress;
	not(naddress[1], address[1]);
	not(naddress[0], address[0]);
	and(e00, address[7], naddress[1], naddress[0], write);
	and(e01, address[7], naddress[1],  address[0], write);
	and(e10, address[7],  address[1], naddress[0], write);
	and(e11, address[7],  address[1],  address[0], write);
	reg_mem r00(.in(in), .out(q00), .clk(clk), .rst(rst), .write(e00), .init(8'b00000001));
	reg_mem r01(.in(in), .out(q01), .clk(clk), .rst(rst), .write(e01), .init(8'b00000010));
	reg_mem r10(.in(in), .out(q10), .clk(clk), .rst(rst), .write(e10), .init(8'b00001000));
	reg_mem r11(.in(in), .out(q11), .clk(clk), .rst(rst), .write(e11), .init(8'b00000100));
	mux #(.WIDTH(WIDTH)) mout(.in2(t0), .in1(t1), .sel(address[1]), .out(out));
	mux #(.WIDTH(WIDTH)) mt1(.in2(q10), .in1(q11), .sel(address[0]), .out(t1));
	mux #(.WIDTH(WIDTH)) mt0(.in2(q00), .in1(q01), .sel(address[0]), .out(t0));
endmodule
timeunit 1ns;
timeprecision 1ps;
module mem_rom #(
    parameter WIDTH = 8
) (
    input logic [WIDTH-1:0] address,
    output logic signed [WIDTH-1:0] out_rom
);
    assign out_rom =
                (address == 8'b00000000)  ?   8'b00000000:  
                (address == 8'b00000001)  ?   8'b00000000:  
                (address == 8'b00000010)  ?   8'b00000000:  
                (address == 8'b00000011)  ?   8'b00000001:  
                (address == 8'b00000100)  ?   8'b00000001:  
                (address == 8'b00000101)  ?   8'b00000010:  
                (address == 8'b00000110)  ?   8'b00000000:  
                (address == 8'b00000111)  ?   8'b00000000:  
                (address == 8'b00001000)  ?   8'b00000001:  
                (address == 8'b00001001)  ?   8'b00000000:  
                (address == 8'b00001010)  ?   8'b00000000:  
                (address == 8'b00001011)  ?   8'b00000000:  
                (address == 8'b00001100)  ?   8'b00000011:  
                (address == 8'b00001101)  ?   8'b00000001:  
                                     	      8'b00000000;
endmodule
timeunit 1ns;
timeprecision 1ps;
module mux #(
    parameter int WIDTH = 8
) (
    input  logic signed [WIDTH-1:0] in1,
    input  logic signed [WIDTH-1:0] in2,
    input  logic sel,
    output logic signed [WIDTH-1:0] out
);
    assign out = (sel) ? in1 : in2;
endmodule
timeunit 1ns;
timeprecision 1ps;
module reg_mem #(
    parameter WIDTH = 8
) (
    input logic clk,
    input logic rst,
    input logic write,
	input logic [WIDTH-1:0] init, 
    input logic [WIDTH-1:0] in,
    output logic signed [WIDTH-1:0] out
    );
    always_ff @(posedge clk or posedge rst) begin
        if(rst)
            out <= init;
        else if(write)
            out <= in;
    end
endmodule
timeunit 1ns;
timeprecision 1ps;
module register #(
    parameter WIDTH = 8
) (
    input logic clk,
    input logic rst,
    input logic write,
    input logic signed [WIDTH - 1 :0] in,
    output logic signed [WIDTH - 1 :0] out
);
    always_ff @(posedge clk  or posedge rst) begin
        if(rst)
            out <= '0;
        else if(write)
            out <= in;
    end
endmodule
timeunit 1ns;
timeprecision 1ps;
module rssb #(
    parameter int WIDTH = 8
)(
    input  logic clk,
    input logic rst,
    output logic [WIDTH-1:0] oacc,
    output logic [WIDTH-1:0] opc,
    output logic [WIDTH-1:0] oop1,
    output logic [WIDTH-1:0] omem,
    output logic [WIDTH-1:0] osub
);
    logic [WIDTH-1:0] out_mux_pc;    
    logic [WIDTH-1:0] out_mux_mem;   
    logic [WIDTH-1:0] out_pc;        
    logic [WIDTH-1:0] out_inc1;      
    logic [WIDTH-1:0] out_inc2;      
    logic [WIDTH-1:0] out_mem;       
    logic [WIDTH-1:0] out_op1;       
    logic [WIDTH-1:0] out_acc;       
    logic [WIDTH-1:0] out_sub;       
    logic neg;
    logic write_pc;
    logic write_op1;
    logic write_acc;
    logic write_mem;
    logic sel_pc;
    logic sel_mem;
    register #(.WIDTH(WIDTH)) pc(
        .clk(clk),
        .rst(rst),
        .write(write_pc),
        .in(out_mux_pc),
        .out(out_pc)
    );
    inc #(.WIDTH(WIDTH)) incr1(
        .in(out_pc),
        .out(out_inc1)
    );
    inc #(.WIDTH(WIDTH)) incr2(
        .in(out_inc1),
        .out(out_inc2)
    );
    mux #(.WIDTH(WIDTH)) mux_pc(
        .in1(out_inc2),
        .in2(out_inc1),
        .sel(sel_pc),
        .out(out_mux_pc)
    );
    register #(.WIDTH(WIDTH)) op1(
        .clk(clk),
        .rst(rst),
        .write(write_op1),
        .in(out_mem),
        .out(out_op1)
    );
    register #(.WIDTH(WIDTH)) acc(
        .clk(clk),
        .rst(rst),
        .write(write_acc),
        .in(out_mem),
        .out(out_acc)
    );
    sub #(.WIDTH(WIDTH)) subtract(
        .in1(out_mem),
        .in2(out_acc),
        .neg(neg),
        .out(out_sub)
    );
    mux #(.WIDTH(WIDTH)) mux_mem(
        .in1(out_pc),
        .in2(out_op1),
        .sel(sel_mem),
        .out(out_mux_mem)
    );
    mem_data #(.WIDTH(WIDTH)) data(
        .clk(clk),
        .rst(rst),
        .write(write_mem),
        .address(out_mux_mem),
        .in(out_sub),
        .out(out_mem)
    );
    control controle(
        .clk(clk),
        .rst(rst),
        .neg(neg),
        .sel_pc(sel_pc),
        .sel_mem(sel_mem),
        .write_op1(write_op1),
        .write_acc(write_acc),
        .write_mem(write_mem),
        .write_pc(write_pc)
    );
    assign opc = out_pc;
    assign omem = out_mem;
    assign oop1 = out_op1;
    assign oacc = out_acc;
    assign osub = out_sub;
endmodule: rssb
timeunit 1ns;
timeprecision 1ps;
module sub #(
    parameter int WIDTH=8
) (
    input  logic signed [WIDTH-1:0] in1,
    input  logic signed [WIDTH-1:0] in2,
    output logic neg,
    output logic signed [WIDTH-1:0] out
);
    logic signed [WIDTH-1:0] temp;
    assign temp = in1-in2;
    assign out  = temp;
    assign neg = temp[WIDTH-1];
endmodule
--- /design/flow/config.mk ---
export PLATFORM = sky130hd
export DESIGN_NAME = rssb
export DESIGN_NICKNAME = rssb
export VERILOG_FILES = /design/flow/design.v
export SDC_FILE = /design/flow/constraint.sdc
export NUM_CORES = 4
export LEC_CHECK = 1
export CORE_UTILIZATION = 30
export SYNTH_HDL_FRONTEND = slang
==> flow_summary.yaml <==
# yosys + openroad results
outcome:
  run_status: "completed"
final_timing:
  setup_viol: 0
  tightest_slew_ns: 0.7046
  relSlewSlack_pct: 52.89
  tns_ns: 0
  skew_ns: 0.008201
  period_needed_ns: 6.092
  finalMaxSlewViolations: 0
  period_used_pct: 72.52
  whs_ns: 0.4758
  fmax_mhz: 164.2
  finalHoldViolCount: 0
  grt_setup_unrepaired: "no"
synthesis:
  ys_cells: 311
  synth_area_mm2: 0.003073
  post_synth.cell_area_avg_um2: 9.881
  synth_top_cell_by_area: "dfrtp_1"
  syn_inst: 311
  yosys-stat-area_mm2: 0.003073
  ys_ff: 57
  top_cell: "dfrtp_1"
  ff_type: "dfrtp_1"
  yosysTopAreaCellShare_pct: 43.16
  edf_count: 0
  async_reset_ff_share_pct: 100.0
  synth_seq_share_pct: 46.58
  common_cells: "dfrtp_1 (53), nand2_1 (46), o21ai_0 (46)"
  topCellsByArea: "dfrtp_1 (43%), o21ai_0 (7.5%), nand2_1 (5.6%)"
  synthDistinctLibCells: 50
  yosys_warnings: 0
setup_path:
  crit_slowest_cell: "dfrtp_1"
  cp_top_family: "simple AND/OR/NAND/NOR gates"
  cp_max_fo: 30
  cp_data_required_time_ns: 6.72
  crit_chain: "buf_4 > and2b_1 > nor2_1 > o21ai_0 > o2bb2ai_1 > inv_1 > ha_1 > fa_1 > nor2b_1 > o21ai_0 > nand2b_1 > a21o_1 > a21oi_1 > xor2_1 > inv_1 > clkdlybuf4s50_1"
  path_buffers: 4
  crit_type: "reg -> out"
  cp-end-kind: "output pin"
  cp-start-kind: "flop"
  crit_arrival_ns: 4.41
  max_stage_delay_ns: 0.46
power_and_ir_drop:
  ir_drop_mv: 0.06106
  switching_share_pct: 21.22
  pwr-share-seq_pct: 52.3
  comb_power_share_pct: 1.1
  power.switching_w: 0.0001114
  p_int_w: 0.0004138
  clkPwrFrac_pct: 46.6
  p_per_area_mw_per_mm2: 139.2
  leakage_nw: 1.599
clock_network:
  post_cts_buffers: 0
  cts_buffer_depth: 2
  cts.clk_slew.worst_paths_ns: 0.07
  cts_hold_buf: 0
  cts_buffers: 9
  clock_latency_ns: 0.34
  htreeDepth: 3
  root_buffer: "clkbuf_8"
  cts-resized-gates: 0
  cts_tree: "done"
  cts.sinks: 57
cells_and_area:
  area_growth_pct: 22.80
  nFillCells: 959
  utilization_pct: 38.25
  drive_gt1_share_pct: 10.76
  stdcell_area_mm2: 0.003774
route:
  avgRoutedWirePerCell_um: 14.76
  via_per_inst: 4.860
  drtAntennaViolNets: 0
  first_iter_violations: 114
  vias: 2362
  dr.pass1.iters: 4
  wl_mm: 7.174
  drc: 0
  diodes: 0
floorplan:
  dieArea_mm2: 0.01065
  fp.dieH_um: 103.2
  coreArea_mm2: 0.009864
  die_w_um: 103.2
  io_pins: 42
  fp_util_pct: 31.15
  rows: 36
grt:
  grt.met2_usage_pct: 21.49
  grt_use_met3_pct: 5.601
  overflow: 0
  first_global_vias: 2248
  grt_pass1_wl_mm: 11.53
  grt_use_total_pct: 14.66
  antenna_found_initial: 0
  grt-busiest-layer: "met1"
  met1_usage_pct: 21.97
  grt_max_degree: 58
placed_design:
  place_congestion: 0.8526
  port_buffers: 41
  hpwl_mm: 5.074
  placed_area_mm2: 0.003581
job:
  warnings: 26
  maxCapViolCount: 0
worst_hold_path:
  min_path_type: "reg -> reg"
stage by stage:
stage	total power [W]	std cells	worst slack [ns]
final	0.0005252	486	2.308
after floorplan	0.0002836	311	3.309
after CTS	0.0005323	486	2.341
after detailed placement	0.0002861	470	2.730
after global routing	0.0005468	486	1.859
after global placement	0.0002860	470	2.726
layer usage:
metal  vias up  wire length (µm)
met5         -                 0
met4         0               102
met3         8               535
met2        70              3106
met1      1132              3430
li1       1152                 -
final timing paths:
path / end / cells after the start / start / slack [ns]
min reg2reg: data.ram.r01.out[3]$_DFFE_PP0P_ / 2 / data.ram.r01.out[3]$_DFFE_PP0P_ / 0.48
min: data.ram.r01.out[3]$_DFFE_PP0P_ / 2 / data.ram.r01.out[3]$_DFFE_PP0P_ / 0.48
min in group asynchronous: op1.out[7]$_DFFE_PP0N_ / 3 / rst / 1.86
max reg2reg: pc.out[2]$_DFFE_PP0P_ / 12 / controle.state$_DFF_PP0_ / 4.19
max in group asynchronous: data.ram.r11.out[0]$_DFFE_PP0P_ / 3 / rst / 6.07
max: osub[6] / 16 / controle.state$_DFF_PP0_ / 2.31
cells by family after synthesis:
| group | after synthesis | share of synthesized area (%) |
|---|---|---|
| flip-flops | 57 | 46.58 |
| XOR/XNOR | 17 | 5.293 |
| AND-OR/OR-AND | 78 | 15.15 |
| multiplexers | 14 | 7.573 |
| adder cells (fa/ha/maj) | 11 | 4.642 |
| buffers and inverters | 39 | 5.537 |
| AND/OR/NAND/NOR | 95 | 15.23 |
registers in the layout (all words and copies together), names as in the netlist:
| signal | flops |
|---|---|
| acc.out | 8 |
| data.ram.r00.out | 8 |
| data.ram.r01.out | 8 |
| data.ram.r10.out | 8 |
| data.ram.r11.out | 8 |
| op1.out | 8 |
| pc.out | 8 |
| controle.state | 1 |
worst min-delay path: stages, from the launching register on:
cell and delay [ns]:
dfrtp_1 0.34, nand2_1 0.04, o21ai_0 0.05
cell type report:
class	instances	area [µm²]	share of cell area [%]
multi-input cells	215	1471	38.99
clock buffers	14	182.7	4.841
well taps	133	166.4	4.410
clock inverters	2	10.01	0.2653
repair buffers	44	432.9	11.47
flip-flops and latches	57	1431	37.93
inverters	21	78.83	2.089
power groups by stage:
stage / combinational [W] / clock, W / sequential, W
after global routing: 0.00000733 / 0.000265 / 0.000274
after CTS: 0.00000652 / 0.000251 / 0.000275
final: 0.00000594 / 0.000245 / 0.000275
cell usage in the layout (no fill, tap or decap), types with 9 or more instances in the layout:
cell type / n
dfrtp_1: 53
nand2_1: 46
o21ai_0: 46
clkdlybuf4s50_1: 41
inv_1: 19
clkbuf_8: 13
nor2_1: 11
a21oi_1: 10
nor2b_1: 9
ha_1: 9
No activity file was given, so power comes from the tool's default toggle rates.
